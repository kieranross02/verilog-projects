File: flow/design.v
module ALU(Ain,Bin,ALUop,out,Z,V,N);
	input [15:0] Ain, Bin;
	input [1:0] ALUop;
	output [15:0] out;
	output Z, V, N;
	reg [15:0] out;
	reg Z, V, N;
	wire a, b, o;
	assign a = Ain[15];
	assign b = Bin[15];
	assign o = out[15];	
	always @* begin
		V = 1'b0;
		N = 1'b0;
		Z = 1'b0;
		case(ALUop)
			2'b00: out = Ain + Bin;
			2'b01: 
				begin
				out = Ain - Bin;
				N = out[15];
				if(a == ~b) begin
					if(b == o) V = 1'b1;
					else V = 1'b0;
				end
				else V = 1'b0;
				case(out)
					16'b0000000000000000: Z = 1'b1;
					default: Z = 1'b0;
				endcase
				end
			2'b10: out = Ain&Bin;
			2'b11: out = ~Bin;
			default: out = {16{1'bx}};
		endcase
	end
endmodule
File: flow/run.sh
#!/bin/bash
# OpenROAD 26Q1-2900-gdf79404cd8, Yosys 0.63+post, stock flow scripts
make -C /OpenROAD-flow-scripts/flow DESIGN_CONFIG=/design/flow/config.mk WORK_HOME=/design/flow/orfs finish
File: flow/config.mk
export PLATFORM = sky130hd
export DESIGN_NAME = ALU
export DESIGN_NICKNAME = ALU
export VERILOG_FILES = /design/flow/design.v
export SDC_FILE = /design/flow/constraint.sdc
export NUM_CORES = 4
export LEC_CHECK = 1
export CORE_AREA = 10 10 104 104
export DIE_AREA = 0 0 114 114
File: flow/constraint.sdc
current_design ALU

set clk_period 18.4
set clk_io_pct 0.2

create_clock -name clk0 -period $clk_period

set non_clock_inputs [all_inputs -no_clocks]
set_input_delay [expr $clk_period * $clk_io_pct] -clock clk0 $non_clock_inputs
set_output_delay [expr $clk_period * $clk_io_pct] -clock clk0 [all_outputs]
==> impl_metrics.toml <==
# implementation run metrics
[sta]
relSlewSlack = 0.616
finalCriticalPeriod_ps = 10650
finalHoldViolations = 0
rsz0062_at_grt = "no"
fmax_mhz = 93.9
tns_ps = 0
finalSetupViolations = 0
hold_slack_ps = 8410
maxSlewViolCount = 0
worstMarginPinSlew_ps = 561
finalCritPeriodShare = 0.579

[layout]
area_growth_pct = 26.8
final_cells = 466
ff_count = 0
final_layout_size_suffix_gt1_frac = 0.0279
logic_area_um2 = 1970
clkbuf_count = 0
postLayoutCoreUtil = 0.321
seqCellArea_um2 = 0
stdcell_area_um2 = 2790
nFillCells = 973
final_cell_mix = "clkdlybuf4s50_1 (53), inv_1 (35), ha_1 (31)"
lay_top_count = "clkdlybuf4s50_1"

[flow_run]
cap_violations = 0
warnings = 47

[grt]
grt_pass1_vias = 2344
antenna_found_initial = 0
grt_pass1_wl_um = 11100
grt_remaining_overflow = 0
grt_use_total = 0.0986
grt_max_degree = 45

[min_path]
hold_class = "in -> out"
whs_path_depth = 4

[floorplanning]
ios = 53
fp_util = 0.253
die_w_um = 114
coreArea_um2 = 8680
die-area_um2 = 13000
num_rows = 34
die_height_um = 114

[power_and_ir_drop]
ir_drop_mv = 0.0156
p_comb_frac = 1.000
power_density_nw_per_um2 = 31.7
pwr-share-clk = 0
pwr-share-seq = 0
switching_power_uw = 43.9
sw_frac_of_total = 0.498
power_leakage_uw = 0.00115
p_int_uw = 44.3

[drt]
first_iter_violations = 147
drc = 0
ant_nets = 0
wl_per_cell_um = 14.3
avgViaCountPerCell = 5.21
drtPass1Iterations = 4
drt-total-wl_um = 6670
insertedDiodeCount = 0
vias = 2426

[placed_design]
place_area_um2 = 2790
numPlacedInstances = 466
io_buffers = 53
routabilityCongestion = 0.867
dp_hpwl_um = 5520

[clock_network]
cts-resized-gates = 0
hold_buffers = 0
cts_setup_buffers = 0

[synthesis]
synth_seq_share = 0
avgSynthCellArea_um2 = 6.80
syn_inst = 323
ys_area_um2 = 2200
ys_cells = 323
synth.cell_area_um2 = 2200
yosys.cell_types.count = 60
ys_warn_count = 1

[critical_path]
worstPathArrival_ps = 6970
cp-start-kind = "primary input"
critPathMaxFanout = 3
cp.required_ps = 14720
worstSetupPathType = "in -> out"
crit_path_end_kind = "primary output"

[run_status]
outcome = "complete, no violations"
worst max-delay path, stage by stage:
cell             delay (ps)
clkdlybuf4s50_1         500
ha_1                    190
inv_1                    60
fa_1                    370
or2_2                   320
a221oi_1                450
o211ai_1                200
nand3_1                 150
a21oi_1                  90
a21o_1                  170
a221oi_1                250
clkdlybuf4s50_1         520
worst paths after layout:
check	startpoint	end	slack, ps
worst max-delay path	Bin[0]	out[12]	7750
worst min-delay path	Bin[15]	V	8410
cell usage after synthesis, types with 2 or more instances:
| cell type | number | area, um^2 |
|---|---|---|
| buf_2 | 4 | 20.0 |
| a22oi_1 | 2 | 15.0 |
| mux2i_1 | 7 | 70.1 |
| o2111ai_1 | 2 | 17.5 |
| inv_1 | 35 | 131 |
| a2111oi_0 | 2 | 17.5 |
| ha_1 | 31 | 388 |
| mux4_2 | 2 | 45.0 |
| o21ai_0 | 29 | 145 |
| and2_1 | 2 | 12.5 |
| a211oi_1 | 6 | 45.0 |
| nand3_1 | 15 | 75.1 |
| o2111a_1 | 2 | 22.5 |
| nor2b_1 | 6 | 37.5 |
| o211ai_1 | 4 | 30.0 |
| a211o_1 | 4 | 35.0 |
| and3_1 | 2 | 12.5 |
| nor2_1 | 21 | 78.8 |
| nand2b_1 | 5 | 31.3 |
| o31ai_1 | 4 | 30.0 |
| nand2_1 | 19 | 71.3 |
| fa_1 | 2 | 40.0 |
| o22ai_1 | 4 | 25.0 |
| o21a_1 | 4 | 30.0 |
| a21o_1 | 6 | 45.0 |
| nor4_1 | 2 | 12.5 |
| xnor2_1 | 9 | 78.8 |
| xor2_1 | 3 | 26.3 |
| a311oi_1 | 2 | 17.5 |
| nor3_1 | 9 | 45.0 |
| or3_1 | 13 | 81.3 |
| o31a_1 | 2 | 17.5 |
| a221oi_1 | 5 | 43.8 |
| a21oi_1 | 14 | 70.1 |
| clkbuf_1 | 14 | 52.6 |
| nor3b_1 | 2 | 15.0 |
| a31oi_1 | 5 | 31.3 |
cells by family (layout without fill, tap and decap cells):
logic type,after synthesis,in the layout,share of synthesized area
buf+inv,56,91,0.103
mux,9,9,0.0524
simple gates,103,103,0.240
compound gates,110,110,0.361
fa+ha+maj,33,33,0.195
xor+xnor,12,12,0.0479
layer usage:
metal  vias up  track usage  share of wire
met2        52        0.162           0.47
met1      1105        0.140           0.47
met3         2       0.0144          0.060
met4         0      0.00334         0.0015
li1       1267            -              -
met5         -            0              0
stage by stage:
step | setup WS [ps] | power, uW
global route | 7500 | 98.7
detailed placement | 7700 | 88.6
finish | 7750 | 88.2
global placement | 7730 | 88.4
CTS | 7690 | 89.3
floorplan | 8920 | 56.7
layout make-up:
cell class	count	area share
Timing Repair Buffer	55	0.196
Inverter	36	0.0485
Multi-Input combinational cell	267	0.707
Tap cell	108	0.0485
power by group through the flow:
stage / clock network (uW) / registers, uW / logic [uW]
4_1_cts: 0 / 0 / 89.3
5_1_grt: 0 / 0 / 98.7
6_report: 0 / 0 / 88.2
Power figures rest on the tool's default switching activity, not on a simulated workload.
