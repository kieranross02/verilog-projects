==> /design/flow/design.v <==
module lab3_top(SW,KEY,HEX0,HEX1,HEX2,HEX3,HEX4,HEX5);
	input [9:0] SW;
	input [3:0] KEY;
	output [6:0] HEX0, HEX1, HEX2, HEX3, HEX4, HEX5;
	reg [3:0] PresentState;
	reg [3:0] NextState;
	reg [6:0] HEX0, HEX1, HEX2, HEX3, HEX4, HEX5;
	reg [3:0] inputSW;
	wire clk = ~KEY[0];
	wire reset = ~KEY[3];
	always @(posedge clk) begin
		if(reset) begin
			NextState = 4'b0000;
		end
		else begin
			if(inputSW>4'b1001) begin
				NextState = 4'b1111;
			end
			else begin
				case(PresentState)
					4'b0000: begin
							if(inputSW == 4'b0101) NextState = 4'b0001;
							else NextState = 4'b1000;
							end
					4'b0001: begin
							if(inputSW == 4'b0101) NextState = 4'b0010;
							else NextState = 4'b1001;
							end
					4'b0010: begin
							if(inputSW == 4'b0000) NextState = 4'b0011;
							else NextState = 4'b1010;
							end
					4'b0011: begin
							if(inputSW == 4'b0010) NextState = 4'b0100;
							else NextState = 4'b1011;
							end
					4'b0100: begin
							if(inputSW == 4'b0100) NextState = 4'b0101;
							else NextState = 4'b1100;
							end
					4'b0101: begin
							if(inputSW == 4'b0101) NextState = 4'b0110;
							else NextState = 4'b1101;
							end
					4'b0110: NextState = 4'b0110;
					4'b1000: NextState = 4'b1001;
					4'b1001: NextState = 4'b1010;
					4'b1010: NextState = 4'b1011;
					4'b1011: NextState = 4'b1100;
					4'b1100: NextState = 4'b1101;
					4'b1101: NextState = 4'b1101;
					4'b1111: NextState = 4'b1111;
					default : NextState = 4'b0000;  
				endcase
			end
		end
		PresentState = NextState;  
	end
	always @* begin
		inputSW <= SW[3:0];
		case(PresentState)
			4'b0110: begin
					HEX0 = 7'b0101011;
					HEX1 = 7'b0000110;
					HEX2 = 7'b0001100;
					HEX3 = 7'b1000000;
					HEX4 = 7'b1111111;
					HEX5 = 7'b1111111;
					end
			4'b1101: begin
					HEX0 = 7'b0100001;
					HEX1 = 7'b0000110;
					HEX2 = 7'b0010010;
					HEX3 = 7'b1000000;
					HEX4 = 7'b1000111;
					HEX5 = 7'b1000110;
					end
			4'b1111:  begin
					HEX0 = 7'b0101111;
					HEX1 = 7'b1000000;
					HEX2 = 7'b0101111;
					HEX3 = 7'b0101111;
					HEX4 = 7'b0000110;
					HEX5 = 7'b1111111;
					end
			default: begin
					case(inputSW)
						4'b0000: HEX0 = 7'b1000000;  
						4'b0001: HEX0 = 7'b1111001;  
						4'b0010: HEX0 = 7'b0100100;  
						4'b0011: HEX0 = 7'b0110000;  
						4'b0100: HEX0 = 7'b0011001;  
						4'b0101: HEX0 = 7'b0010010;  
						4'b0110: HEX0 = 7'b0000010;  
						4'b0111: HEX0 = 7'b1111000;  
						4'b1000: HEX0 = 7'b0000000;  
						4'b1001: HEX0 = 7'b0011000;  
						default : HEX0 = 7'b0111111;  
					endcase
					HEX1 = 7'b1111111;
					HEX2 = 7'b1111111;
					HEX3 = 7'b1111111;
					HEX4 = 7'b1111111;
					HEX5 = 7'b1111111;
				end
		endcase
	end
endmodule
==> /design/flow/run.sh <==
#!/bin/bash
# OpenROAD 26Q1-2900-gdf79404cd8, Yosys 0.63+post, stock flow scripts
make -C /OpenROAD-flow-scripts/flow DESIGN_CONFIG=/design/flow/config.mk WORK_HOME=/design/flow/orfs finish
==> /design/flow/config.mk <==
export PLATFORM = sky130hd
export DESIGN_NAME = lab3_top
export DESIGN_NICKNAME = lab3_top
export VERILOG_FILES = /design/flow/design.v
export SDC_FILE = /design/flow/constraint.sdc
export NUM_CORES = 4
export LEC_CHECK = 1
export CORE_AREA = 10 10 83 83
export DIE_AREA = 0 0 93 93
==> /design/flow/constraint.sdc <==
current_design lab3_top

set clk_period 2.5
set clk_io_pct 0.2

create_clock -name clk0 -period $clk_period [get_ports {KEY}]

set non_clock_inputs [all_inputs -no_clocks]
set_input_delay [expr $clk_period * $clk_io_pct] -clock clk0 $non_clock_inputs
set_output_delay [expr $clk_period * $clk_io_pct] -clock clk0 [all_outputs]
==> results.py <==
# Synthesis and PnR figures
metrics = {
    "status": {
        "outcome": "complete, but fails checks",
        "violations": "setup timing",
    },
    "layout": {
        "n_fill_cell": 529,
        "final_util_pct": 37.6,
        "largest_register_ffs": 14,
        "drive_gt1_share_pct": 62.8,
        "areaGrowthSynthToFinish_pct": 90.3,
    },
    "drt": {
        "final_antenna_net_count": 0,
        "num_vias": 1062,
        "first_pass_iters": 2,
        "avgViaCountPerCell": 3.95,
        "wl_um": 3050,
        "antenna_cells": 0,
        "first_iter_violations": 26,
        "wl_per_cell_um": 11.4,
        "post-route-drc-count": 0,
    },
    "cts": {
        "clkTransAtPathRegs_ns": 0.03,
        "cts_tree": "built",
        "cts.sinks": 14,
        "ctsHoldBuffers": 0,
        "clock_latency_ns": 0.29,
    },
    "global_routing": {
        "grt.overflow.total": 0,
        "track_usage_pct": 6.78,
        "busiest_layer": "met2",
        "grt_max_degree": 13,
        "grtUsageMet2_pct": 8.82,
        "grt_pass1_vias": 1230,
        "grt.met3_usage_pct": 5.57,
        "antenna_found_initial": 0,
        "met1_usage_pct": 7.15,
        "grt_pass1_wl_um": 4850,
    },
    "critical_path": {
        "worstSetupEndpointType": "output port",
        "r2r-end": "PresentState[10]",
        "required_ns": 2.00,
        "critical_path.top_delay_family": "flip-flops",
        "rr_worst_depth": 5,
        "path_class": "flop to output port",
        "arrival_ns": 2.53,
        "crit_path_start_kind": "flop",
        "max_stage_delay_ns": 0.37,
        "crit_path_cell_trace": "buf_6 > or3_4 > buf_2",
        "regToRegSetupSlack_ns": 1.42,
        "slowest_stage": "dfxtp_4",
        "path_buffers": 2,
        "path_max_fanout": 7,
        "r2r-start": "PresentState[10]",
    },
    "synthesis": {
        "yosys_area_mm2": 0.00101,
        "area_leaders": "dfxtp_1 28%, buf_4 18%, ha_1 6.2%, a21oi_1 3.9%, nor2_1 3.0%",
        "top_cell": "buf_4",
        "async_flop_share_pct": 0,
        "yosysCellCount": 118,
        "yosysUniqueCellTypes": 38,
        "ys.flops": 14,
        "synth.top_cell.area_share_pct": 27.6,
        "synth_cells": 118,
        "yosysWarnings": 1,
        "edf_count": 0,
        "syn_avg_cell_area_um2": 8.60,
        "syn-cell-area_mm2": 0.00101,
        "yosysTopAreaCell": "dfxtp_1",
        "top_cells_by_count": "25 x buf_4, 14 x dfxtp_1, 8 x a21oi_1, 8 x nor2_1, 6 x inv_1",
        "flop_cell": "dfxtp_1",
        "yosysSeqAreaShare_pct": 27.6,
    },
    "run": {
        "cap_violations": 0,
        "warnings": 118,
    },
    "worst_hold_path": {
        "hold_end": "PresentState[9]",
        "hold_path_class": "clock port to flop",
        "hold_depth": 4,
        "min_from": "KEY[3]",
    },
    "floorplan": {
        "io_pins": 56,
        "fp.dieH_um": 93,
        "core_area_mm2": 0.00514,
        "dieArea_mm2": 0.00865,
        "num_rows": 26,
        "die_w_um": 93,
        "fp-utilization_pct": 19.7,
    },
    "timing": {
        "hold_violations": 0,
        "finalSetupTns_ns": -15.48,
        "whs_ns": 0.102,
        "finalSetupViolCount": 37,
        "final.setup_skew_ns": 0.00355,
        "maxSlewViolCount": 0,
        "setup_slack_ns": -0.527,
        "rsz0062_at_grt": "true",
    },
    "place": {
        "finalWeightedCongestion": 0.768,
        "io_buffer_count": 41,
        "dp_hpwl_um": 2170,
    },
    "power": {
        "p_leak_nw": 0.930,
        "peakVddDrop_mv": 0.281,
        "p_per_area_mw_per_mm2": 703,
    },
}
-- worst min-delay path, delay by kind of cell --
family	cells	cell delay, ns
buffers and inverters	2	0.23
and+or+nand+nor	2	0.11
-- timing repair --
item / 4_1_cts / 5_1_grt
endpoints found under the setup margin: 66 / 39
gates resized: 175 / 18
pin swaps: 16 / 7
setup buffers: 18 / 1
-- where the power goes --
group / internal (W) / leakage, nW / switching (W)
clock: 0.000422 / 0.214 / 0.000211
combinational: 0.000307 / 0.600 / 0.000164
sequential: 0.000237 / 0.116 / 0.0000155
-- through the flow --
stage	cells	worst slack, ns	area, µm²	power [W]
after floorplan	122	-0.212	1080	0.000540
after global placement	223	-0.665	1500	0.000776
after detailed placement	223	-0.674	1500	0.000776
after CTS	269	-0.579	1850	0.00138
after global routing	269	-0.604	1930	0.00154
final	269	-0.527	1930	0.00136
-- final cells by class --
cell class	count	area [µm²]	area share, %
clock inverter	19	72.6	3.76
multi-input combinational	72	633	32.8
clock buffer	11	141	7.32
sequential	14	292	15.1
tap	70	87.6	4.54
timing repair buffer	78	677	35.1
inverter	5	27.5	1.43
-- metal layers --
layer / share of wire (%) / wire, µm / vias up
met4: 2.4 / 72 / 0
met3: 10 / 310 / 7
met2: 46 / 1390 / 52
met1: 42 / 1280 / 467
li1: - / - / 536
met5: 0 / 0 / -
-- placed cells by master, fill, tap and decap left out, types with 2 or more instances in the layout --
cell type and n:
a21oi_1 7, a21boi_0 2, buf_6 36, and4_1 2
ha_4 2, inv_4 2, ha_1 3, buf_2 22
buf_4 17, inv_1 19, and3_4 2, nor3_4 2
dfxtp_4 3, a211oi_2 2, a21oi_2 2, clkbuf_8 10
nor2_1 6, nand2_1 3, conb_1 5, and3_1 3
nor2_4 2, o21ai_2 4, nand2b_1 3, o21a_1 2
dfxtp_1 11
-- cell families after synthesis --
group,after synthesis,share of synthesized area (%)
DFF,14,27.6
and+or+nand+nor,35,22.6
other,1,0.370
AOI/OAI and AO/OA,27,19.0
adders and majority gates,5,6.17
buffers and inverters,36,24.3
-- worst max-delay path by stage --
stage,start,to,slack (ns),depth (start not counted)
final,PresentState[10],HEX3[6],-0.53,3
after CTS,PresentState[10],HEX3[6],-0.58,3
after global routing,PresentState[10],HEX3[2],-0.60,5
Power is estimated from default activity; no workload was simulated.
