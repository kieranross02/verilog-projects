==> design.v <==
module shifter(in,shift,sout);
	input [15:0] in;
	input [1:0] shift;
	output [15:0] sout;
	reg [15:0] sout;
	always @* begin
		case(shift)
			2'b00: sout = in;
			2'b01: sout = {in[14:0],1'b0};
			2'b10: sout = {1'b0,in[15:1]};
			2'b11: sout = {in[15],in[15:1]};
			default: sout = {16{1'bx}};
		endcase
	end
endmodule
==> run.sh <==
#!/bin/bash
# OpenROAD 26Q1-2900-gdf79404cd8, Yosys 0.63+post, stock flow scripts
make -C /OpenROAD-flow-scripts/flow DESIGN_CONFIG=/design/flow/config.mk WORK_HOME=/design/flow/orfs finish
==> config.mk <==
export PLATFORM = sky130hd
export DESIGN_NAME = shifter
export DESIGN_NICKNAME = shifter
export VERILOG_FILES = /design/flow/design.v
export SDC_FILE = /design/flow/constraint.sdc
export NUM_CORES = 4
export LEC_CHECK = 1
export CORE_AREA = 10 10 70 70
export DIE_AREA = 0 0 80 80
==> constraint.sdc <==
current_design shifter

set clk_period 2.6
set clk_io_pct 0.2

create_clock -name clk0 -period $clk_period

set non_clock_inputs [all_inputs -no_clocks]
set_input_delay [expr $clk_period * $clk_io_pct] -clock clk0 $non_clock_inputs
set_output_delay [expr $clk_period * $clk_io_pct] -clock clk0 [all_outputs]
==> flow_metrics.env <==
# physical design summary
export IMPL_maxCapViolCount=0
export IMPL_grt_ovfl_total=0
export IMPL_hp_class="in2out"
export IMPL_crit_end="sout[15]"
export IMPL_setup_tns_ns=0
export IMPL_slowest_stage="clkdlybuf4s50_1"
export IMPL_end_kind="output port"
export IMPL_nClkBuffers=0
export IMPL_startpoint_type="input pin"
export IMPL_die_w_um=80
export IMPL_finish_utilization=0.213
export IMPL_status="complete, no violations"
export IMPL_irDropWorstVdd_uv=47.6
export IMPL_drtIter0Drc=20
export IMPL_coreArea_um2=3420
export IMPL_stdcell_area_um2=728
export IMPL_grt_max_degree=17
export IMPL_gr_usage_all_layers=0.0418
export IMPL_cpMostUsedCell="clkdlybuf4s50_1"
export IMPL_chipArea_um2=6400
export IMPL_place_port_buffers=34
export IMPL_synth_cells=51
export IMPL_grt_pass1_vias=460
export IMPL_place_hpwl_mm=1.25
export IMPL_warnings=32
export IMPL_finalHoldViolations=0
export IMPL_first_pass_iters=3
export IMPL_tightest_slew_ns=0.130
export IMPL_setup_slack_ns=0.107
export IMPL_cp_required_ns=2.08
export IMPL_post_cts_buffers=0
export IMPL_crit_type="in2out"
export IMPL_period_minus_slack_ns=2.49
export IMPL_seqCellArea_um2=0
export IMPL_final_cells=129
export IMPL_postRouteAntennaNets=0
export IMPL_p_per_area_nw_per_um2=164
export IMPL_synth_warnings=1
export IMPL_antenna_found_initial=0
export IMPL_leakagePower_nw=0.297
export IMPL_synth_cell_types=11
export IMPL_cts_resized=0
export IMPL_design_seq_count=0
export IMPL_crit_start="shift[1]"
export IMPL_worstPathMaxFanout=4
export IMPL_synth_chip_area_um2=355
export IMPL_finalPower_mw=0.120
export IMPL_yosysSeqAreaShare=0
export IMPL_gp_congestion=0.720
export IMPL_cts_hold_buf=0
export IMPL_wl_per_cell_um=11.2
export IMPL_worstPathArrival_ns=1.97
export IMPL_route_detailed_drc=0
export IMPL_drive_gt1_frac=0.0361
export IMPL_rsz0062_at_grt="false"
export IMPL_core_rowCount=21
export IMPL_slew_headroom=0.911
export IMPL_synth_avg_cell_area_um2=6.97
export IMPL_synth_area_um2=355
export IMPL_slew_violations=0
export IMPL_dp_slack_ns=0.106
export IMPL_drt_total_wl_mm=1.44
export IMPL_finalSetupViolations=0
export IMPL_fp_util=0.104
export IMPL_via_per_inst=3.54
export IMPL_ios=34
export IMPL_vias=457
export IMPL_place_inst=129
export IMPL_timing_critical_path_cells="clkdlybuf4s50_1, mux2_1, a22o_1, clkdlybuf4s50_1"
export IMPL_cpPeakStageDelay_ns=0.53
export IMPL_ys_cells=51
export IMPL_area_delta_synth_final_pct=105
export IMPL_fin_crit_sh=0.959
export IMPL_fin_hold_ws_ns=2.00
export IMPL_die_h_um=80
export IMPL_place_area_um2=728
export IMPL_grt_pass1_wl_mm=2.26
export IMPL_antenna_cells=0
export IMPL_clock_fmax_mhz=401
[metal layers]
| layer | track usage | wire [µm] | vias up |
|---|---|---|---|
| met1 | 0.0534 | 679 | 193 |
| met3 | 0.0136 | 105 | 0 |
| met5 | 0 | 0 | - |
| met4 | 0 | 0 | 0 |
| li1 | - | - | 247 |
| met2 | 0.0706 | 656 | 17 |
[layout make-up]
class | instances | area (µm²)
Tap cell | 46 | 57.6
Multi-Input combinational cell | 46 | 295
Timing Repair Buffer | 37 | 375
Fill cell | 400 | 2690
[critical path: cells and delay by family]
| family | cells | cell delay (ns) |
|---|---|---|
| compound gates | 1 | 0.18 |
| buf+inv | 2 | 0.94 |
| mux | 1 | 0.33 |
[layout by cell type (no fill, tap or decap), drive strengths merged]
| cell type | instances |
|---|---|
| mux2i | 14 |
| mux2 | 1 |
| o21ai | 14 |
| a22o | 2 |
| nand2 | 14 |
| nor2 | 1 |
| buf | 3 |
| clkdlybuf4s50 | 34 |
[synth_stat cells]
master | number | area share
o21ai_1 | 9 | 0.13
nand2_1 | 14 | 0.15
clkbuf_8 | 1 | 0.039
mux2i_1 | 14 | 0.39
nor2_1 | 1 | 0.011
o21ai_0 | 5 | 0.070
buf_6 | 1 | 0.032
mux2_1 | 1 | 0.032
a22o_1 | 2 | 0.049
buf_4 | 2 | 0.042
buf_12 | 1 | 0.056
[power breakdown]
group / switching [mW] / internal [mW] / leakage, nW
combinational: 0.0379 / 0.0819 / 0.297
sequential: 0 / 0 / 0
clock: 0 / 0 / 0
[worst min path at each step]
| stage | to | cells after the start | from |
|---|---|---|---|
| after CTS | sout[14] | 4 | in[15] |
| after global routing | sout[2] | 4 | in[3] |
| final | sout[14] | 4 | in[15] |
[logic make-up after synthesis]
logic type	synth area share
simple gates	0.158
mux	0.426
buf+inv	0.169
compound gates	0.246
Power figures rest on the tool's default switching activity, not on a simulated workload.
